==> ./run.sh <==
#!/bin/bash
# OpenROAD 26Q1-2900-gdf79404cd8, Yosys 0.63+post, stock flow scripts
make -C /OpenROAD-flow-scripts/flow DESIGN_CONFIG=/design/flow/config.mk WORK_HOME=/design/flow/orfs finish
==> ./config.mk <==
export PLATFORM = sky130hd
export DESIGN_NAME = float_adder
export DESIGN_NICKNAME = float_adder
export VERILOG_FILES = /design/flow/design.v
export SDC_FILE = /design/flow/constraint.sdc
export NUM_CORES = 4
export LEC_CHECK = 1
export CORE_UTILIZATION = 50
==> ./constraint.sdc <==
current_design float_adder

set clk_period 60.6
set clk_io_pct 0.2

create_clock -name clk0 -period $clk_period

set non_clock_inputs [all_inputs -no_clocks]
set_input_delay [expr $clk_period * $clk_io_pct] -clock clk0 $non_clock_inputs
set_output_delay [expr $clk_period * $clk_io_pct] -clock clk0 [all_outputs]
==> ./design.v <==
`timescale 1ns / 1ps
module exponent_adder(
    input [7:0] in_a,
    input [7:0] in_b,
    output [7:0] out
);
wire [8:0] carry;
assign carry[0] = 0;
generate
    for (genvar i = 0; i < 8; i = i + 1) begin
        full_adder adder(
            .in_a(in_a[i]),
            .in_b(in_b[i]),
            .in_carry(carry[i]),
            .out_sum(out[i]),
            .out_carry(carry[i + 1])
        );
    end
endgenerate
endmodule
`timescale 1ns / 1ps
module exponent_aligner(
    input [7:0] in_a,
    input [7:0] in_b,
    output out_a_or_b,
    output [7:0] out_dist
);
wire [7:0] inverted_b;
wire [7:0] comparison_result, inverted_comparison_result;
exponent_inverter b_inverter(
    .in(in_b),
    .out(inverted_b)
);
exponent_adder final_adder(
    .in_a(in_a),
    .in_b(inverted_b),
    .out(comparison_result)
);
exponent_inverter final_inverter(
    .in(comparison_result),
    .out(inverted_comparison_result)
);
assign out_a_or_b = (comparison_result[7] == 0) ? 1 : 0;  
assign out_dist = (comparison_result[7] == 0) ? comparison_result : inverted_comparison_result;
endmodule
`timescale 1ns / 1ps
module exponent_inverter(
    input [7:0] in,
    output [7:0] out
);
wire [7:0] neg;
generate
    for (genvar i = 0; i < 8; i = i + 1) begin
        not(neg[i], in[i]);
    end
endgenerate
exponent_adder adder(
    .in_a(neg),
    .in_b(8'b0000_0001),
    .out(out)
);
endmodule
`timescale 1ns / 1ps
module float_adder(
    input [31:0] in_a,
    input [31:0] in_b,
    output [31:0] out
);
wire a_or_b;
wire [7:0] exp_shift_dist, estimated_result_exponent; 
wire [23:0] mantissa_a, mantissa_b, aligned_mantissa_a, aligned_mantissa_b;
wire [23:0] inv_aligned_mantissa_a, inv_aligned_mantissa_b, aligned_mantissa_diff;
wire [23:0] aligned_mantissa_sub_ab, aligned_mantissa_sub_ba;
wire [23:0] aligned_mantissa_sum, aligned_mantissa_sub;
wire aligned_mantissa_sub_carry_ab, aligned_mantissa_sub_carry_ba;
wire aligned_mantissa_sum_carry, aligned_mantissa_sub_carry, invert_result_sign;
wire [7:0] sum_exp_shift, sub_exp_shift, sum_exponent, sub_exponent;
wire [22:0] normalized_sum, normalized_sub;
exponent_aligner exp_aligner(
    .in_a(in_a[30:23]),
    .in_b(in_b[30:23]),
    .out_a_or_b(a_or_b),
    .out_dist(exp_shift_dist)
);
assign mantissa_a[23] = 1, mantissa_b[23] = 1;
assign mantissa_a[22:0] = in_a[22:0];
assign mantissa_b[22:0] = in_b[22:0];
assign estimated_result_exponent = a_or_b ? in_a[30:23] : in_b[30:23];  
assign aligned_mantissa_a = a_or_b ? mantissa_a : mantissa_a >> exp_shift_dist;  
assign aligned_mantissa_b = a_or_b ? mantissa_b >> exp_shift_dist : mantissa_b;  
mantissa_adder aligned_adder(
    .in_a(aligned_mantissa_a),
    .in_b(aligned_mantissa_b),
    .out(aligned_mantissa_sum),
    .out_carry(aligned_mantissa_sum_carry)
);
mantissa_adder aligned_comparator(
    .in_a(aligned_mantissa_a),
    .in_b(inv_aligned_mantissa_b),
    .out(aligned_mantissa_diff)
);
mantissa_inverter aligned_inverter_a(
    .in(aligned_mantissa_a),
    .out(inv_aligned_mantissa_a)
);
mantissa_inverter aligned_inverter_b(
    .in(aligned_mantissa_b),
    .out(inv_aligned_mantissa_b)
);
mantissa_adder aligned_subtractor_a_b(
    .in_a(aligned_mantissa_a),
    .in_b(inv_aligned_mantissa_b),
    .out(aligned_mantissa_sub_ab),
    .out_carry(aligned_mantissa_sub_carry_ab)
);
mantissa_adder aligned_subtractor_b_a(
    .in_a(aligned_mantissa_b),
    .in_b(inv_aligned_mantissa_a),
    .out(aligned_mantissa_sub_ba),
    .out_carry(aligned_mantissa_sub_carry_ba)
);
assign invert_result_sign = aligned_mantissa_diff[23];
assign aligned_mantissa_sub = aligned_mantissa_diff[23] ? aligned_mantissa_sub_ba : aligned_mantissa_sub_ab;
assign aligned_mantissa_sub_carry = aligned_mantissa_diff[23] ? aligned_mantissa_sub_carry_ba : aligned_mantissa_sub_carry_ab;
mantissa_normalizer sum_normalizer(
    .in(aligned_mantissa_sum),
    .in_carry(aligned_mantissa_sum_carry),
    .out(normalized_sum),
    .exponent_shift(sum_exp_shift)  
);
mantissa_normalizer sub_normalizer(
    .in(aligned_mantissa_sub),
    .in_carry(aligned_mantissa_sub_carry),
    .out(normalized_sub),
    .exponent_shift(sub_exp_shift)  
);
assign sum_exponent = (sum_exp_shift == -1) ? estimated_result_exponent + 1 : estimated_result_exponent - sum_exp_shift;
assign sub_exponent = (sub_exp_shift == -1) ? estimated_result_exponent + 1 : estimated_result_exponent - sub_exp_shift;
assign out[30:23] = (in_a == 0) ? in_b[30:23] : (in_b == 0) ? in_a[30:23] : (in_a[31] == in_b[31]) ? sum_exponent : sub_exponent;
assign out[22:0] = (in_a == 0) ? in_b[22:0] : (in_b == 0) ? in_a[22:0] : (in_a[31] == in_b[31]) ? normalized_sum : normalized_sub;
assign out[31] = (in_a[31] == in_b[31]) ? in_a[31] : invert_result_sign ? ~in_a[31] : in_a[31];
endmodule
`timescale 1ns / 1ps
module full_adder(
    input in_a,
    input in_b,
    input in_carry,
    output out_sum,
    output out_carry
);
wire op_sum_result, carry_0, carry_1;
half_adder op_sum(
    .in_a(in_a),
    .in_b(in_b),
    .out_sum(op_sum_result),
    .out_carry(carry_0)
);
half_adder carry_sum(
    .in_a(op_sum_result),
    .in_b(in_carry),
    .out_sum(out_sum),
    .out_carry(carry_1)
);
or(out_carry, carry_0, carry_1);
endmodule
`timescale 1ns / 1ps
module half_adder(
    input in_a,
    input in_b,
    output out_sum,
    output out_carry
);
xor(out_sum, in_a, in_b);
and(out_carry, in_a, in_b); 
endmodule
`timescale 1ns / 1ps
module mantissa_adder(
    input [23:0] in_a,
    input [23:0] in_b,
    output [23:0] out,
    output out_carry
);
wire [24:0] carry;
assign carry[0] = 0;
generate
    for (genvar i = 0; i < 24; i = i + 1) begin
        full_adder adder(
            .in_a(in_a[i]),
            .in_b(in_b[i]),
            .in_carry(carry[i]),
            .out_sum(out[i]),
            .out_carry(carry[i + 1])
        );
    end
endgenerate
assign out_carry = carry[24];
endmodule
`timescale 1ns / 1ps
module mantissa_inverter(
    input [23:0] in,
    output [23:0] out
);
wire [23:0] neg;
generate
    for (genvar i = 0; i < 24; i = i + 1) begin
        not(neg[i], in[i]);
    end
endgenerate
mantissa_adder adder(
    .in_a(neg),
    .in_b(24'b0000_0000_0000_0000_0000_0001),
    .out(out)
);
endmodule
`timescale 1ns / 1ps
module mantissa_normalizer(
    input [23:0] in,
    input in_carry,
    output [22:0] out,
    output [7:0] exponent_shift
);
assign out[22:0] = in_carry ? in[23:0] >> 1 :
    in[23] ? in[22:0] :
    in[22] ? in[22:0] << 1 :
    in[21] ? in[22:0] << 2 :
    in[20] ? in[22:0] << 3 :
    in[19] ? in[22:0] << 4 :
    in[18] ? in[22:0] << 5 :
    in[17] ? in[22:0] << 6 :
    in[16] ? in[22:0] << 7 :
    in[15] ? in[22:0] << 8 :
    in[14] ? in[22:0] << 9 :
    in[13] ? in[22:0] << 10 :
    in[10] ? in[22:0] << 11 :
    in[9] ? in[22:0] << 12 :
    in[8] ? in[22:0] << 13 :
    in[7] ? in[22:0] << 14 :
    in[6] ? in[22:0] << 15 :
    in[5] ? in[22:0] << 16 :
    in[4] ? in[22:0] << 17 :
    in[3] ? in[22:0] << 18 :
    in[2] ? in[22:0] << 19 :
    in[1] ? in[22:0] << 20 :
    in[0] ? in[22:0] << 21 :
    0;
assign exponent_shift = in_carry ? -1 :
    in[23] ? 0 :
    in[22] ? 1 :
    in[21] ? 2 :
    in[20] ? 3 :
    in[19] ? 4 :
    in[18] ? 5 :
    in[17] ? 6 :
    in[16] ? 7 :
    in[15] ? 8 :
    in[14] ? 9 :
    in[13] ? 10 :
    in[10] ? 11 :
    in[9] ? 12 :
    in[8] ? 13 :
    in[7] ? 14 :
    in[6] ? 15 :
    in[5] ? 16 :
    in[4] ? 17 :
    in[3] ? 18 :
    in[2] ? 19 :
    in[1] ? 20 :
    in[0] ? 21 :
    0;
endmodule
==> results.sh <==
# implementation run metrics
export IMPL_status="finished, final reports clean"
export IMPL_netlist_area_mm2=0.0127
export IMPL_grt_usage_pct=50.1
export IMPL_cpLargestDelayFamily="adder cells"
export IMPL_yosysUniqueCellTypes=86
export IMPL_yosysChipArea_mm2=0.0127
export IMPL_die_x_um=162
export IMPL_hold_class="primary input to output pin"
export IMPL_worstPathArrival_ns=33.56
export IMPL_core_region_area_mm2=0.0251
export IMPL_wl_um=64100
export IMPL_cp_required_ns=48.48
export IMPL_grt_pass1_wl_um=95800
export IMPL_slew_violations=0
export IMPL_postCtsSetupRepairBufs=0
export IMPL_dpl_hpwl_um=46100
export IMPL_port_buffers=96
export IMPL_start_kind="primary input"
export IMPL_ys_warn_count=0
export IMPL_via_per_inst=7.69
export IMPL_yosys_stat_cells=1849
export IMPL_drive_gt1_share_pct=8.63
export IMPL_grt_ovfl_total=0
export IMPL_crit_path_end_kind="output pin"
export IMPL_slowest_stage="fa_4"
export IMPL_post_route_period_util_pct=75.4
export IMPL_rsz0062_at_grt="no"
export IMPL_area_growth_pct=9.08
export IMPL_post_cts_resized=0
export IMPL_postCtsHoldBufs=0
export IMPL_path_class="primary input to output pin"
export IMPL_dr_pass1_iters=9
export IMPL_gp_congestion=1.12
export IMPL_grt_max_degree=59
export IMPL_min_delay_start="in_b[24]"
export IMPL_detail_route_antenna_nets=0
export IMPL_ios=96
export IMPL_worst_pin_slew_ns=0.898
export IMPL_path_max_fanout=58
export IMPL_setup_viol=0
export IMPL_drc=0
export IMPL_crit_buf_inv=13
export IMPL_finalHoldViolations=0
export IMPL_fp_util_pct=50.7
export IMPL_holdPathStages=4
export IMPL_cap_violations=0
export IMPL_slew_headroom_pct=39.4
export IMPL_hold_end="out[24]"
export IMPL_wl_per_cell_um=29.8
export IMPL_fillers=2412
export IMPL_dr_total_vias=16548
export IMPL_max_stage_delay_ns=0.77
export IMPL_dieArea_mm2=0.0261
export IMPL_finalSetupTns_ns=0
export IMPL_tool_warnings=32
export IMPL_synthCells=1849
export IMPL_synth_seq_share_pct=0
export IMPL_fmax_mhz=21.9
export IMPL_clock_buffers=0
export IMPL_grt_pass1_vias=15132
export IMPL_numSequentialCells=0
export IMPL_seqCellArea_um2=0
export IMPL_fin_crit_ns=45.68
export IMPL_rows=58
export IMPL_antenna_found_initial=1
export IMPL_synth_avg_cell_area_um2=6.89
export IMPL_drt_iter0_drc=3249
export IMPL_die_h_um=162
export IMPL_cpMostUsedCell="fa_1"
## worst min-delay path, cell delays in order
cell and delay, ns:
clkdlybuf4s50_1 0.45, nor2_1 0.12, a31oi_1 0.05, clkdlybuf4s50_1 0.40
## metrics by stage
stage | std cells | utilization (%) | area, µm² | hold WS [ns] | setup slack [ns]
CTS | 2150 | 55.3 | 13900 | 25.25 | 15.14
global route | 2150 | 55.3 | 13900 | 25.30 | 13.82
floorplan | 1849 | - | 12700 | 24.29 | 18.58
detailed placement | 2150 | 55.3 | 13900 | 25.24 | 15.17
global placement | 2150 | 55.3 | 13900 | 25.25 | 15.28
finish | 2151 | 55.4 | 13900 | 25.26 | 14.92
## cell families after synthesis
group	Yosys count	share of synthesized area, %
AOI/OAI and AO/OA	741	39.3
and+or+nand+nor	514	19.4
buffers and inverters	296	9.18
muxes	141	12.4
adders and majority gates	141	18.2
xor gates and xnor gates	16	1.51
## placed cells by master (no fill, tap or decap), drive strengths merged, types with 7 or more instances in the layout
master,Yosys,final
a2111oi,15,15
a211oi,56,56
a21boi,10,10
a21oi,149,149
a221o,7,7
a221oi,30,30
a22oi,29,29
a311oi,14,14
a31oi,44,44
and3,9,9
buf,49,69
clkdlybuf4s50,0,96
fa,74,74
ha,67,67
inv,97,97
mux2,47,47
mux2i,87,87
mux4,7,7
nand2,144,144
nand2b,20,20
nand3,43,43
nand3b,16,16
nand4,16,16
nor2,132,132
nor2b,11,11
nor3,51,51
nor4,30,30
o2111ai,16,16
o211ai,35,35
o21ai,150,150
o221ai,42,42
o22ai,50,50
o311ai,11,11
o31ai,15,15
or2,8,8
or3,8,8
or4,7,7
xnor2,12,12
## worst max-delay path by stage
stage / startpoint / end / cells past startpoint
finish: in_b[23] / out[29] / 67
CTS: in_b[23] / out[29] / 67
global route: in_b[23] / out[30] / 65
## per-layer routing
layer / part of all wire [%] / global-route usage [%]
met5: 0 / 2.65
met4: 6.9 / 25.1
met3: 15 / 16.2
met2: 42 / 72.6
met1: 36 / 67.5
## final cells by class
type                       count  area [µm²]  area share (%)
inverter                     102         383            2.75
tap                          330         413            2.97
multi-input combinational   1553       11600            83.6
antenna                        1        2.50          0.0180
timing repair buffer         165        1480            10.6
## synthesized netlist by cell type (all sizes together) (8+ instances only)
cell type | count | area share [%]
nand4 | 16 | 0.79
a2111oi | 15 | 1.0
a22oi | 29 | 1.8
o2111ai | 16 | 1.1
o221ai | 42 | 2.9
a211oi | 56 | 3.3
o22ai | 50 | 2.5
a31oi | 44 | 2.2
nor4 | 30 | 1.5
or2 | 8 | 0.39
a221oi | 30 | 2.1
nor2b | 11 | 0.54
or3 | 8 | 0.39
nand2 | 144 | 4.2
o31ai | 15 | 0.88
o311ai | 11 | 0.76
fa | 74 | 12
clkbuf | 145 | 4.3
nor2 | 132 | 3.9
ha | 67 | 6.6
and3 | 9 | 0.44
a311oi | 14 | 0.96
buf | 49 | 1.9
nor3 | 51 | 2.0
inv | 97 | 2.9
mux2 | 47 | 4.2
a21oi | 149 | 5.9
a21boi | 10 | 0.59
nand2b | 20 | 0.98
mux2i | 87 | 7.0
o211ai | 35 | 2.1
o21ai | 150 | 5.9
nand3b | 16 | 0.94
nand3 | 43 | 1.7
xnor2 | 12 | 1.2
