==> design/flow/design.v <==
`timescale 1ns / 1ps
module float_adder_ff(
    input clk_i,
    input rst_i,
    input start_i,
    output busy_o,
    input [31:0] in_a,
    input [31:0] in_b,
    output reg [31:0] out_sum
);
localparam WAIT_FOR_INPUT = 2'b00;
localparam SHIFT_OPERANDS = 2'b01;
localparam CALCULATE_FSUM = 2'b10;
localparam NORMALIZE_FSUM = 2'b11;
logic [24:0] mantissa_a, mantissa_b;
logic [7:0] exponent_a, exponent_b;
logic sign_a, sign_b;
reg result_sign;
reg [7:0] result_exponent, normalized_exponent;
reg [22:0] result_mantissa;
logic [1:0] state;
assign busy_o = (state > 0);
logic [7:0] exponent_ab_diff, exponent_ba_diff;
logic [24:0] shifted_mantissa_a, shifted_mantissa_b;
logic [24:0] shifted_mantissa_a_reg, shifted_mantissa_b_reg;
assign exponent_ab_diff = exponent_a - exponent_b;
assign exponent_ba_diff = exponent_b - exponent_a;
assign shifted_mantissa_a = mantissa_a >> exponent_ba_diff;
assign shifted_mantissa_b = mantissa_b >> exponent_ab_diff;
logic [24:0] mantissa_sum;
logic normalized;
logic [7:0] normalization_current, normalization_diff, normalization_current_dec;
logic [7:0] result_exponent_inc, result_exponent_dec;
logic [24:0] left_shifted_mantissa_sum, right_shifted_mantissa_sum;
assign result_exponent_inc = result_exponent + 1;
assign right_shifted_mantissa_sum = mantissa_sum >> 1;
assign normalization_current_dec = normalization_current - 1;
assign normalization_diff = 23 - normalization_current;
assign left_shifted_mantissa_sum = mantissa_sum << normalization_diff;
assign result_exponent_dec = result_exponent - normalization_diff;
always_ff @(posedge clk_i) begin
    if (rst_i) begin
        state <= WAIT_FOR_INPUT;
        sign_a <= 1'b0;
        sign_b <= 1'b0;
        exponent_a <= 8'b00000000;
        exponent_b <= 8'b00000000;
        mantissa_a <= 23'b00000000000000000000000;
        mantissa_b <= 23'b00000000000000000000000;
        out_sum <= 32'h00000000;
        normalized = 1'b0;
        normalization_current = 8'd22;
    end else begin
        case (state)
            WAIT_FOR_INPUT:  
                if (start_i) begin
                    state <= SHIFT_OPERANDS;
                    sign_a <= in_a[31];
                    sign_b <= in_b[31];
                    exponent_a <= in_a[30:23];
                    exponent_b <= in_b[30:23];
                    mantissa_a <= {2'b01, in_a[22:0]};
                    mantissa_b <= {2'b01, in_b[22:0]};
                end
            SHIFT_OPERANDS:  
                begin
                    state <= CALCULATE_FSUM;
                    if (exponent_a >= exponent_b) begin
                        shifted_mantissa_a_reg <= mantissa_a;
                        shifted_mantissa_b_reg <= shifted_mantissa_b;
                        result_exponent <= exponent_a;
                    end else begin
                        shifted_mantissa_a_reg <= shifted_mantissa_a;
                        shifted_mantissa_b_reg <= mantissa_b;
                        result_exponent <= exponent_b;
                    end
                end
            CALCULATE_FSUM:  
                begin
                    state <= NORMALIZE_FSUM;
                    if (sign_a == sign_b) begin
                        mantissa_sum <= shifted_mantissa_a_reg + shifted_mantissa_b_reg;
                        result_sign <= sign_a;
                    end else begin
                        if (shifted_mantissa_a_reg >= shifted_mantissa_b_reg) begin
                            mantissa_sum <= shifted_mantissa_a_reg - shifted_mantissa_b_reg;
                            result_sign <= sign_a;
                        end else begin
                            mantissa_sum <= shifted_mantissa_b_reg - shifted_mantissa_a_reg;
                            result_sign <= sign_b;
                        end
                    end
                end
            NORMALIZE_FSUM:  
                begin
                    if (normalized) begin
                        state <= WAIT_FOR_INPUT;
                        out_sum <= {result_sign, normalized_exponent, result_mantissa};
                    end else begin
                        if (mantissa_sum[24] == 1) begin  
                            result_mantissa <= right_shifted_mantissa_sum[22:0];
                            normalized_exponent <= result_exponent_inc;
                            normalized <= 1'b1;
                        end else if (mantissa_sum[23] == 1) begin  
                            result_mantissa <= mantissa_sum[22:0];
                            normalized_exponent <= result_exponent;
                            normalized <= 1'b1;
                        end else if (mantissa_sum[normalization_current] == 1) begin  
                            result_mantissa <= left_shifted_mantissa_sum[22:0];
                            normalized_exponent <= result_exponent_dec;
                            normalized <= 1'b1;
                        end else if (normalization_current == 0) begin  
                            result_mantissa <= mantissa_sum[22:0];
                            normalized_exponent <= result_exponent;
                            normalized <= 1'b1;
                        end else begin  
                            normalization_current <= normalization_current_dec;
                        end
                    end
                end
        endcase
    end
end
endmodule
==> design/flow/run.sh <==
#!/bin/bash
# OpenROAD 26Q1-2900-gdf79404cd8, Yosys 0.63+post, stock flow scripts
make -C /OpenROAD-flow-scripts/flow DESIGN_CONFIG=/design/flow/config.mk WORK_HOME=/design/flow/orfs finish
==> design/flow/config.mk <==
export PLATFORM = sky130hd
export DESIGN_NAME = float_adder_ff
export DESIGN_NICKNAME = float_adder_ff
export VERILOG_FILES = /design/flow/design.v
export SDC_FILE = /design/flow/constraint.sdc
export NUM_CORES = 4
export LEC_CHECK = 1
export CORE_UTILIZATION = 30
==> design/flow/constraint.sdc <==
current_design float_adder_ff

set clk_period 9.5
set clk_io_pct 0.2

create_clock -name clk0 -period $clk_period [get_ports {clk_i}]

set non_clock_inputs [all_inputs -no_clocks]
set_input_delay [expr $clk_period * $clk_io_pct] -clock clk0 $non_clock_inputs
set_output_delay [expr $clk_period * $clk_io_pct] -clock clk0 [all_outputs]
==> report_table.html <==
<h2>Implementation results</h2>
<table>
<tr><th>Metric</th><th>Value</th></tr>
<tr><th colspan="2">Status</th></tr>
<tr><td>Outcome</td><td>completed</td></tr>
<tr><th colspan="2">Die</th></tr>
<tr><td>Overall chip area</td><td>~0.056 mm²</td></tr>
<tr><td>Y dimension of the die</td><td>~240 µm</td></tr>
<tr><td>Total core area</td><td>around 0.054 mm²</td></tr>
<tr><td>Pre-Place Util</td><td>0.3045</td></tr>
<tr><td>Overall die width</td><td>236.2 µm</td></tr>
<tr><td>Number of core rows</td><td>about 85</td></tr>
<tr><td>Number of top-level pins</td><td>about 100</td></tr>
<tr><th colspan="2">Yosys</th></tr>
<tr><td>Part of the Yosys area used for sequential elements</td><td>0.3401</td></tr>
<tr><td>Yosys stat area</td><td>0.01645 mm²</td></tr>
<tr><td>Share of async-settable or async-resettable flops after synthesis</td><td>0</td></tr>
<tr><td>Warnings from Yosys</td><td>1</td></tr>
<tr><td>Flip-flops with a built-in enable</td><td>roughly 110</td></tr>
<tr><td>Cell type with the highest aggregate area in the netlist</td><td>sky130_fd_sc_hd__edfxtp_1</td></tr>
<tr><td>Number of distinct library cells after synthesis</td><td>~97</td></tr>
<tr><td>Number of cells in Yosys stat</td><td>a little under 2,000</td></tr>
<tr><td>Area share of fa/ha/maj cells after synthesis</td><td>0.08411</td></tr>
<tr><td>Complex-gate fraction of the synthesized area</td><td>0.2163</td></tr>
<tr><td>Top non-seq family</td><td>AND-OR/OR-AND gates</td></tr>
<tr><td>Synth Area per Inst</td><td>about 8.3 µm²</td></tr>
<tr><td>Area share of and/or/nand/nor cells after synthesis</td><td>0.1835</td></tr>
<tr><td>Xor/xnor cell area share of the yosys netlist</td><td>0.03141</td></tr>
<tr><td>Dominant flop cell</td><td>sky130_fd_sc_hd__edfxtp_1</td></tr>
<tr><td>Register bit total from synthesis</td><td>223</td></tr>
<tr><td>Post-synthesis instance total</td><td>just under 2,000</td></tr>
<tr><td>Largest cells by area after synthesis</td><td>sky130_fd_sc_hd__edfxtp_1, sky130_fd_sc_hd__dfxtp_1, sky130_fd_sc_hd__nand2_1</td></tr>
<tr><td>Post-Synthesis Cell Area</td><td>0.01645 mm²</td></tr>
<tr><td>Proportion of synthesized area in mux cells</td><td>0.08525</td></tr>
<tr><td>Top-area cell share</td><td>0.2063</td></tr>
<tr><th colspan="2">Power</th></tr>
<tr><td>Leakage component of the power</td><td>between 7 and 8 nW</td></tr>
<tr><td>Power share of the combinational group</td><td>0.235</td></tr>
<tr><td>Share of total power in the clock network</td><td>0.381</td></tr>
<tr><td>Max VDD drop</td><td>between 0.1 and 0.15 mV</td></tr>
<tr><td>Switching component of the power</td><td>~0.86 mW</td></tr>
<tr><td>Share of power burned in registers</td><td>0.384</td></tr>
<tr><td>P per Cell Area</td><td>148.1 mW/mm²</td></tr>
<tr><td>Internal Pwr Total</td><td>1.952 mW</td></tr>
<tr><td>Switching share of power</td><td>0.3055</td></tr>
<tr><th colspan="2">Job</th></tr>
<tr><td>Tool warnings</td><td>84</td></tr>
<tr><td>Max-cap viol count</td><td>0</td></tr>
<tr><th colspan="2">CTS</th></tr>
<tr><td>Max clock buf depth</td><td>3</td></tr>
<tr><td>Number of levels the H-tree was split into</td><td>1</td></tr>
<tr><td>Cts repair resizes</td><td>0</td></tr>
<tr><td>Cell chosen for the clock root</td><td>sky130_fd_sc_hd__clkbuf_16</td></tr>
<tr><td>Clock insertion delay at the later pin of the skew report</td><td>~0.55 ns</td></tr>
<tr><td>CTS Hold Buffers Added</td><td>0</td></tr>
<tr><td>Clock tree from TritonCTS</td><td>built</td></tr>
<tr><td>Setup repair bufs after CTS</td><td>0</td></tr>
<tr><td>Clock sink count</td><td>223</td></tr>
<tr><td>Clock edge transition at the registers on the reported setup and hold paths</td><td>roughly 0.06 ns</td></tr>
<tr><td>CTS Buf Count</td><td>27</td></tr>
<tr><th colspan="2">Final timing</th></tr>
<tr><td>Final sum of negative setup slack</td><td>0 ns</td></tr>
<tr><td>Post-layout period usage</td><td>0.4127</td></tr>
<tr><td>Clock skew after layout</td><td>0.02482 ns</td></tr>
<tr><td>Final setup vio count</td><td>0</td></tr>
<tr><td>RSZ-0062 raised after global routing</td><td>no</td></tr>
<tr><td>Actual slew at the worst max-slew pin</td><td>0.9358 ns</td></tr>
<tr><td>Total count of hold-check failures in the final report</td><td>0</td></tr>
<tr><td>Worst hold slack</td><td>about 0.45 ns</td></tr>
<tr><td>Final count of pins violating max slew</td><td>0</td></tr>
<tr><td>Top achievable clock speed</td><td>255.0 MHz</td></tr>
<tr><td>Relative slew slack</td><td>0.3703</td></tr>
<tr><td>Final period demand of the worst path</td><td>a little under 4 ns</td></tr>
<tr><th colspan="2">Detailed routing</th></tr>
<tr><td>Via count</td><td>14,180</td></tr>
<tr><td>WL per Instance</td><td>17.34 µm</td></tr>
<tr><td>Remaining antenna violation count after routing</td><td>0</td></tr>
<tr><td>Via count normalized by instance count</td><td>about 5.2</td></tr>
<tr><td>Router iterations before antenna repair</td><td>6</td></tr>
<tr><td>Ant. Diodes</td><td>0</td></tr>
<tr><td>Sum of routed wire length over all layers</td><td>about 47 mm</td></tr>
<tr><td>Remaining routing DRC violations</td><td>0</td></tr>
<tr><td>Violation tally from detailed-route iteration zero</td><td>a little under 1,000</td></tr>
<tr><th colspan="2">Placed design</th></tr>
<tr><td>Final HPWL from detailed placement</td><td>~36 mm</td></tr>
<tr><td>Standard cell area after detailed placement</td><td>approximately 0.018 mm²</td></tr>
<tr><td>IO Port Bufs</td><td>between 90 and 100</td></tr>
<tr><td>Routability cong.</td><td>~0.94</td></tr>
<tr><th colspan="2">GRT</th></tr>
<tr><td>Maximum number of pins on one net before global-route repair</td><td>68</td></tr>
<tr><td>Initial antenna violation count</td><td>1</td></tr>
<tr><td>Vias in the first global route</td><td>~13,000</td></tr>
<tr><td>Wire length of the first global-routing pass</td><td>around 77 mm</td></tr>
<tr><td>Grt ovf</td><td>0</td></tr>
<tr><td>Gr usage total</td><td>0.1760</td></tr>
<tr><th colspan="2">Cells and area</th></tr>
<tr><td>Max reg flops</td><td>32</td></tr>
<tr><td>Final-layout fill cell count</td><td>roughly 5,600</td></tr>
<tr><td>Final design instance area without fill</td><td>0.01898 mm²</td></tr>
<tr><td>Registers with the most flip-flops</td><td>out_sum (32), mantissa_sum (25)</td></tr>
<tr><td>Proportion of layout cells with a drive suffix above 1</td><td>0.08061</td></tr>
<tr><td>Growth of design area from synthesis to finish</td><td>15.36%</td></tr>
<tr><td>Register with the most flip-flops</td><td>out_sum</td></tr>
<tr><td>Leading cell types in the layout, fill and taps excluded</td><td>sky130_fd_sc_hd__nand2_1, sky130_fd_sc_hd__a21oi_1, sky130_fd_sc_hd__nor2_1</td></tr>
<tr><td>Most frequently placed logic cell in the final layout</td><td>sky130_fd_sc_hd__nand2_1</td></tr>
<tr><th colspan="2">Worst setup path</th></tr>
<tr><td>Reg2Reg Depth</td><td>13</td></tr>
<tr><td>WS Path Type</td><td>reg -&gt; reg</td></tr>
<tr><td>Startpoint of the most critical register-to-register path</td><td>exponent_a[2]</td></tr>
<tr><td>Largest fanout on the critical path</td><td>27</td></tr>
<tr><td>Startpoint kind of the worst setup timing path</td><td>register</td></tr>
<tr><td>Req. time, crit path</td><td>between 9 and 10 ns</td></tr>
<tr><td>Worst Setup End Kind</td><td>register</td></tr>
<tr><td>Critical path startpoint</td><td>exponent_a[2]</td></tr>
<tr><td>Crit path DAT</td><td>4.30 ns</td></tr>
<tr><th colspan="2">Min path</th></tr>
<tr><td>Hold_sp</td><td>out_sum[20]</td></tr>
<tr><td>Kind of path behind the tightest hold check</td><td>reg -&gt; reg</td></tr>
<tr><td>Count of cells along the worst hold path</td><td>2</td></tr>
</table>
==> stage by stage <==
step	total power [mW]	util	instances	worst slack, ns
2_1_floorplan	1.547	-	1975	4.429
3_3_place_gp	1.761	0.3338	2669	5.612
3_5_place_dp	1.757	0.3338	2669	5.572
4_1_cts	2.846	0.3513	2718	5.557
5_1_grt	2.953	0.3513	2718	5.210
6_report	2.811	0.3513	2718	5.579
==> synthesized netlist by cell type (34+ instances only) <==
cell                       number
sky130_fd_sc_hd__dfxtp_1      110
sky130_fd_sc_hd__nand2_1      391
sky130_fd_sc_hd__xnor2_1       38
sky130_fd_sc_hd__ha_1         101
sky130_fd_sc_hd__a21o_1        34
sky130_fd_sc_hd__nor3_1        34
sky130_fd_sc_hd__o21ai_0       86
sky130_fd_sc_hd__a21oi_1      216
sky130_fd_sc_hd__inv_1        104
sky130_fd_sc_hd__clkbuf_1      91
sky130_fd_sc_hd__nor2_1       122
sky130_fd_sc_hd__edfxtp_1     113
sky130_fd_sc_hd__mux2i_1       49
==> worst max-delay path: stages, from the launching register on <==
cell and delay [ns]:
sky130_fd_sc_hd__dfxtp_1 0.38, sky130_fd_sc_hd__inv_1 0.07, sky130_fd_sc_hd__ha_1 0.52, sky130_fd_sc_hd__a21o_1 0.19, sky130_fd_sc_hd__a21oi_1 0.09, sky130_fd_sc_hd__o21bai_1 0.15
sky130_fd_sc_hd__a21oi_1 0.13, sky130_fd_sc_hd__o21ai_1 0.22, sky130_fd_sc_hd__a21o_1 0.14, sky130_fd_sc_hd__buf_4 0.30, sky130_fd_sc_hd__nand2_1 0.25, sky130_fd_sc_hd__nor4_1 0.85
sky130_fd_sc_hd__a22oi_1 0.21, sky130_fd_sc_hd__nand2_1 0.22
==> power by group through the flow <==
stage / clock network [mW] / registers [mW] / logic, mW
6_report: 1.07 / 1.08 / 0.660
4_1_cts: 1.11 / 1.08 / 0.659
5_1_grt: 1.14 / 1.08 / 0.728
==> kinds of logic (layout without fill, tap and decap cells) <==
family / Yosys count / in the layout
buffers and inverters: 241 / 288
XOR/XNOR: 59 / 59
AND-OR/OR-AND: 556 / 556
multiplexers: 98 / 98
AND/OR/NAND/NOR: 691 / 691
flip-flops: 223 / 223
adder cells (fa/ha/maj): 107 / 107
==> path summary, 6_finish.rpt <==
check,endpoint,slack [ns]
max,shifted_mantissa_b_reg[6],5.58
min,out_sum[20],0.45
max reg2reg,shifted_mantissa_b_reg[6],5.58
min reg2reg,out_sum[20],0.45
==> final cells by class <==
type	count	area (µm²)	area share
clock inverter	10	108.9	0.005735
inverter	106	397.9	0.02096
sequential	223	5595	0.2948
timing repair buffer	133	1244	0.06553
multi-input combinational	1511	9928	0.5231
tap	696	870.8	0.04588
clock buffer	39	834.6	0.04397
==> metal layers <==
metal  up-vias  global-route usage  part of all wire
met5         -                   0                 0
met4         0             0.04703             0.032
met3        82             0.02471             0.053
met2       451              0.2702              0.45
met1      6578              0.2663              0.47
li1       7071                   -                 -
No activity file was given, so power comes from the tool's default toggle rates.
